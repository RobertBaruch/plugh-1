--- ./design.v ---
package microaddr;
typedef enum logic[1:0] {
	NONE, INC, LOAD
} cmd  ;
endpackage : microaddr
module microaddr_counter(
	input logic clk,
	input logic reset,
	input microaddr::cmd cmd,
	input logic[10:0] load_addr,
	output logic[10:0] addr
);
logic[10:0] next_addr;
always_comb begin
	unique case(cmd)
		microaddr::NONE:
			next_addr = addr;
		microaddr::INC:
			next_addr = addr + 1;
		microaddr::LOAD:
			next_addr = load_addr;
		default:
			next_addr = 0;
	endcase  
	if (reset == 1)
		next_addr = 0;
end  
always_ff @(posedge clk) begin
	addr <= next_addr;
end  
endmodule  
--- ./run.sh ---
#!/bin/bash
# OpenROAD 26Q1-2900-gdf79404cd8, Yosys 0.63+post, stock flow scripts
make -C /OpenROAD-flow-scripts/flow DESIGN_CONFIG=/design/flow/config.mk WORK_HOME=/design/flow/orfs finish
--- ./config.mk ---
export PLATFORM = sky130hd
export DESIGN_NAME = microaddr_counter
export DESIGN_NICKNAME = microaddr_counter
export VERILOG_FILES = /design/flow/design.v
export SDC_FILE = /design/flow/constraint.sdc
export NUM_CORES = 4
export LEC_CHECK = 1
export CORE_AREA = 10 10 84 84
export DIE_AREA = 0 0 94 94
--- ./constraint.sdc ---
current_design microaddr_counter

set clk_period 2.3
set clk_io_pct 0.2

create_clock -name clk0 -period $clk_period [get_ports {clk}]

set non_clock_inputs [all_inputs -no_clocks]
set_input_delay [expr $clk_period * $clk_io_pct] -clock clk0 $non_clock_inputs
set_output_delay [expr $clk_period * $clk_io_pct] -clock clk0 [all_outputs]
==> impl_metrics.ini <==
; yosys + openroad results
[route]
via_count = 731
first_pass_iters = 4
drt_wl_total_um = 2200
wl_per_cell_um = 11.5
drt_iter0_markers = 26
antenna_left = 0
antennaDiodeCount = 0
drc = 0
viasPerCell = 3.83

[yosys]
avgSynthCellArea_um2 = 7.86
ys_cells = 91
synth_seq_share_pct = 30.8
ys_area_um2 = 716
synth-seq-cells = 11
synth_cell_types = 29
synthCells = 91
syn_area_um2 = 716
yosysWarnings = 1

[critical_path]
arrival_ns = 2.11
required_ns = 2.46
endpoint_kind = register
cp_max_fo = 4
worstReg2RegEnd = addr[6]$_SDFFE_PP0P_
critPathLaunchType = input port
r2r-start = addr[0]$_SDFFE_PP0P_
rrSetupSlack_ns = 0.57
reg2reg_depth = 5
worstSetupPathType = in2reg

[floorplanning]
io_pins = 26
fp.dieH_um = 94
die_area_um2 = 8840
fp_util_pct = 13.7
num_rows = 26
die-width_um = 94
core_area_um2 = 5200

[hold_path]
min_path_type = reg2reg
holdPathStages = 2
holdCritStartpoint = addr[4]$_SDFFE_PP0P_
hold_end = addr[4]$_SDFFE_PP0P_

[sta]
period_used_pct = 84.6
tightest_slew_ns = 0.287
finalSetupViolations = 0
finClkSkew_ns = 0.00498
slew_viol_final = 0
fin_tns_setup_ns = 0
max_clock_freq_ghz = 0.514
finalHoldViolCount = 0
grt_setup_unrepaired = no
hold_ws_ns = 0.555
fin_crit_ns = 1.94
max_slew_margin_pct = 80.8

[clock_tree]
cts.clk_slew.worst_paths_ns = 0.05
postCtsSetupRepairBufs = 0
cts_tree = done
cts_buffer_depth = 2
insertion_delay_ns = 0.24
htree_levels = 1
cts_buffers = 3
cts_resized = 0
numClockSinks = 11
cts_hold_buf = 0
cts_root_buf = clkbuf_8

[finish]
reg.largest.list = addr (11)
regMostFlops = addr
syn_to_final_growth_pct = 55.9
largest_reg_flops = 11
design_area_um2 = 1120
drive_above_1_share_pct = 9.09

[grt]
gr-total-overflow = 0
grt_usage_pct = 5.02
antenna_found_initial = 0
grt_max_degree = 19
grt_pass1_wl_um = 3660
grt_pass1_vias = 761

[status]
status = finished, final reports clean

[place]
portBuffers = 25
postPlaceCellArea_um2 = 1070
post-dp-hpwl_um = 1780
gp_congestion = 0.851

[power]
ir_drop_uv = 103
p_leak_nw = 0.338
power.density_nw_per_um2 = 425

[run]
cap_violations = 0
warnings = 27
cell usage in the layout, fill, tap and decap left out, drive strengths merged:
cell and count:
nor3b 5, or4b 1, a22oi 4, nand2 6, a21o 1, o21ai 6
ha 4, buf 4, nor2b 3, a22o 1, nand3b 1, nor2 7
dfxtp 11, nand4 3, nor3 4, clkbuf 4, a21oi 10, or4 2
xnor2 4, o31ai 1, clkdlybuf4s50 25, or2 1, o211ai 1, inv 5
a211o 1, nand3 3, o22ai 3
worst max-delay path: stages:
cell and delay [ns]:
clkdlybuf4s50_1 0.48, inv_1 0.06, ha_1 0.33, nand3b_1 0.15, or4b_1 0.52, o211ai_1 0.10
synth_stat cells:
library cell	number	area share, %
dfxtp_1	11	31
a21oi_1	9	6.3
nor2_1	7	3.7
nand2_1	6	3.1
inv_1	5	2.6
nor3b_1	5	5.2
o21ai_0	5	3.5
a22oi_1	4	4.2
ha_1	4	7.0
nor3_1	4	2.8
xnor2_1	4	4.9
nand4_1	3	2.6
nor2b_1	3	2.6
o22ai_1	3	2.6
buf_1	2	1.0
nand3_1	2	1.4
or4_1	2	2.1
a211o_1	1	1.2
a21o_1	1	1.0
a21oi_2	1	1.2
a22o_1	1	1.2
buf_2	1	0.70
nand3_2	1	1.4
nand3b_1	1	1.0
o211ai_1	1	1.0
o21ai_2	1	1.2
o31ai_1	1	1.0
or2_2	1	0.87
or4b_1	1	1.4
per-layer routing:
layer	routed length, µm	part of all wire [%]	track usage, %
met3	95	4.3	0.969
met2	952	43	7.89
met5	0	0	0
met4	36	1.6	1.14
met1	1110	51	6.91
logic make-up (layout without fill, tap and decap cells):
kind of cell / after synthesis / in the layout / share of synthesized area (%)
xor gates and xnor gates: 4 / 4 / 4.89
adders and majority gates: 4 / 4 / 6.99
buffers and inverters: 8 / 38 / 4.37
DFF: 11 / 11 / 30.8
and+or+nand+nor: 36 / 36 / 28.3
AOI/OAI and AO/OA: 28 / 28 / 24.7
where the power goes:
group          switching, mW  leakage [nW]  internal, mW
sequential           0.00708        0.0891         0.196
clock                 0.0704        0.0228         0.122
combinational         0.0323         0.227        0.0476
layout make-up:
cell class                 count  area, µm²
inverter                       5       18.8
timing repair buffer          29        280
sequential                    11        220
clock buffer                   4       45.0
multi-input combinational     72        464
tap                           70       87.6
fill                         599       4090
worst max path at each step:
| stage | from | end |
|---|---|---|
| CTS | cmd[0] | addr[10]$_SDFFE_PP0P_ |
| global route | cmd[0] | addr[8]$_SDFFE_PP0P_ |
| finish | cmd[0] | addr[10]$_SDFFE_PP0P_ |
through the flow:
stage | total power [mW] | utilization (%) | cells | setup WS, ns
final | 0.475 | 21.4 | 191 | 0.355
after global routing | 0.504 | 21.4 | 191 | 0.284
after CTS | 0.487 | 21.4 | 191 | 0.362
after detailed placement | 0.287 | 20.6 | 187 | 0.116
after global placement | 0.287 | 20.6 | 187 | 0.127
after floorplan | 0.239 | - | 91 | 0.538
Power figures rest on the tool's default switching activity, not on a simulated workload.
